==> /design/flow/run.sh <==
#!/bin/bash
# OpenROAD 26Q1-2900-gdf79404cd8, Yosys 0.63+post, stock flow scripts
make -C /OpenROAD-flow-scripts/flow DESIGN_CONFIG=/design/flow/config.mk WORK_HOME=/design/flow/orfs finish
==> /design/flow/config.mk <==
export PLATFORM = sky130hd
export DESIGN_NAME = arc_tan
export DESIGN_NICKNAME = arc_tan
export VERILOG_FILES = /design/flow/design.v
export SDC_FILE = /design/flow/constraint.sdc
export NUM_CORES = 4
export LEC_CHECK = 1
export CORE_UTILIZATION = 40
==> /design/flow/constraint.sdc <==
current_design arc_tan

set clk_period 18.3
set clk_io_pct 0.2

create_clock -name clk0 -period $clk_period

set non_clock_inputs [all_inputs -no_clocks]
set_input_delay [expr $clk_period * $clk_io_pct] -clock clk0 $non_clock_inputs
set_output_delay [expr $clk_period * $clk_io_pct] -clock clk0 [all_outputs]
==> /design/flow/design.v <==
module arc_tan(
  input   logic   signed [10:0]  Gx, Gy,
  output  logic          [1:0]   angle  
);
  logic [10:0] Gx_u, Gy_u;  
  logic [21:0] Gx_cl, Gx_ch;  
  logic [21:0] Gy_c;  
  always_comb begin
    angle = 2'b00; 
    Gx_u  = Gx[10] ? (~Gx + 1'b1) : Gx;
    Gy_u  = Gy[10] ? (~Gy + 1'b1) : Gy;
    Gx_cl = Gx_u * 424;
    Gx_ch = Gx_u * 2472;
    Gy_c = (Gy_u << 10);
    if (Gx == 0 && Gy == 0) begin
      angle = 2'b00; 
    end
    else if (Gx == 0) begin
      angle = 2'b10; 
    end
    else if (Gy == 0) begin
      angle = 2'b00; 
    end
    else begin
      if      (Gy_c <= Gx_cl) angle = 2'b00;
      else if (Gy_c >= Gx_ch) angle = 2'b10;
      else begin
        if (((Gx > 0) && (Gy > 0)) || ((Gx < 0) && (Gy < 0))) 
          angle = 2'b01;
        else  
          angle = 2'b11;
      end 
    end
  end
endmodule: arc_tan
==> impl_metrics.tcl <==
# place-and-route summary
set metrics [dict create \
    status "finished clean" \
    nClkBuffers 0 \
    vias 3070 \
    worst_slew_pin_slew_ns 0.823 \
    fin_util_pct 45.3 \
    hp-start "Gy[9]" \
    synthAoiAreaFrac_pct 15.7 \
    setup_tns_ns 0 \
    synth_area_um2 3800 \
    drc 0 \
    max_stage_delay_ns 0.73 \
    grt.overflow.total 0 \
    drt_iter0_drc 146 \
    placedCellCount 592 \
    slew_viol_final 0 \
    antenna_found_initial 0 \
    crit_buf_inv 6 \
    power_uw 726 \
    slew_headroom_pct 44.7 \
    fp.dieH_um 99.4 \
    setup_slack_ns 3.49 \
    switching_share_pct 56.2 \
    top_logic_kind "adder cells" \
    simple_gate_share_pct 12.2 \
    yosys.area.top_type "ha_1" \
    grt_usage_pct 18.7 \
    final.min_clock_period_ns 14.81 \
    worstHoldEndpoint "angle[1]" \
    grt_max_degree 14 \
    top_cell "ha_1" \
    ff_count 0 \
    gp_congestion 0.922 \
    fp_util_pct 41.3 \
    synth.distinct_cells 49 \
    fmaxAchievable_mhz 67.5 \
    vias_per_cell 5.19 \
    power_density_nw_per_um2 174 \
    chipArea_um2 9880 \
    syn_avg_cell_area_um2 8.27 \
    critPathSlowestCell "a2111oi_0" \
    dpl_cell_area_um2 4170 \
    drive_above_1_share_pct 1.87 \
    syn_inst 459 \
    worst-path-max-fanout 9 \
    io_buffers 24 \
    comb_area_um2 3410 \
    p_switching_uw 408 \
    dp_slack_ns 3.50 \
    placeableCoreArea_um2 9200 \
    cts.repair.resized 0 \
    top_area_share_pct 33.3 \
    hold_class "in -> out" \
    synth_stat.cells 459 \
    ys_seq_share_pct 0 \
    grt_first_pass_wirelength_mm 14.2 \
    arrival_ns 11.15 \
    adder_share_pct 52.3 \
    leakagePower_nw 2.13 \
    dr.pass1.iters 4 \
    hold-worst-slack_ns 8.57 \
    crit_family "adder cells" \
    fp-row-count 35 \
    cap_violations 0 \
    fillers 893 \
    setup_viol 0 \
    rsz0062_at_grt "no" \
    worst_setup_path_end_kind "primary output" \
    synth_warnings 1 \
    grt_pass1_vias 2837 \
    ios 24 \
    ys_sh_xor_pct 9.46 \
    chipWidth_um 99.4 \
    final_area_um2 4170 \
    yosys_area_um2 3800 \
    regArea_um2 0 \
    cp-startpoint "Gx[0]" \
    mux_area_share_pct 0.297 \
    max-vdd-ir-drop_mv 0.0634 \
    cts_setup_buffers 0 \
    postCtsHoldBufs 0 \
    tool_warnings 34 \
    required_ns 14.64 \
    internal-power_uw 318 \
    area_growth_pct 9.79 \
    routed_wl_mm 8.59 \
    combPwrFrac_pct 100.0 \
    hold_depth 4 \
    wl_per_cell_um 14.5 \
    power_frac_seq_pct 0 \
    antenna_cells 0 \
    p_clk_share_pct 0 \
    start_kind "input port" \
    topCellsByArea "ha_1 (33%), fa_1 (19%), inv_1 (9.9%)" \
    fin_cells 592 \
    hpwlAfterDp_mm 7.87 \
    ys_top_cells_by_count "ha_1 (101), inv_1 (100), fa_1 (36)" \
    finalCritPeriodShare_pct 80.9 \
    hold_violations 0 \
    antenna_left 0 \
    crit_type "in -> out" \
]
## placed cells by master (no fill, tap or decap), types with 4 or more instances in the layout
master	n
ha_1	101
inv_1	100
fa_1	36
xnor2_1	26
nand2_1	25
clkdlybuf4s50_1	24
a21oi_1	21
nor2_1	20
o21ai_0	19
xor2_1	15
nor3_1	11
o21a_1	7
o31ai_1	6
a211oi_1	6
a21o_1	6
nand2b_1	5
nand3_1	5
nand4_1	4
## power by group through the flow
stage | sequential, mW | clock [mW] | combinational (mW)
4_1_cts | 0 | 0 | 0.731
5_1_grt | 0 | 0 | 0.833
6_report | 0 | 0 | 0.726
## area by class of cell
class / count / share of cell area, %
inverters: 100 / 9.01
repair buffers: 24 / 5.76
well taps: 111 / 3.33
multi-input cells: 357 / 81.9
## worst max path at each step
stage                       to  cells after the start
final                 angle[0]                     26
after global routing  angle[0]                     26
after CTS             angle[0]                     26
## metal layers
metal | global-route usage [%] | part of all wire (%) | vias up
met3 | 2.43 | 4.0 | 0
li1 | - | - | 1606
met5 | 0 | 0 | -
met2 | 29.7 | 45 | 54
met4 | 0 | 0 | 0
met1 | 29.4 | 51 | 1410
## cell families (layout without fill, tap and decap cells)
| logic type | count (synthesis) | after routing |
|---|---|---|
| buffers and inverters | 102 | 124 |
| AND-OR/OR-AND | 88 | 88 |
| multiplexers | 1 | 1 |
| XOR/XNOR | 41 | 41 |
| AND/OR/NAND/NOR | 90 | 90 |
| adder cells (fa/ha/maj) | 137 | 137 |
No activity file was given, so power comes from the tool's default toggle rates.
